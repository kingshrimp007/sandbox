==> /design/flow/design.v <==
module resent_pckt_pri_allocator #(
    localparam integer PORTS = 4
) (
    input   logic                                           clk,
    input   logic                [$clog2(PORTS) - 1 : 0]    r_adr,
    input   logic [PORTS - 1 : 0]                [3 : 0]    in_ch_hdr_msn,
    input   logic [PORTS - 1 : 0]                           priority_field,
    output  logic [PORTS - 1 : 0]                           sel,
    output  logic                                           shift
);
logic [PORTS - 1 : 0]   req;
logic [PORTS - 1 : 0]   priority_flag;
logic [PORTS - 1 : 0]   match;
logic [PORTS - 1 : 0]   gnt;
logic [PORTS - 1 : 0]   payload;
logic                   avail;
logic [PORTS - 1 : 0]   hold;
logic [PORTS - 1 : 0]   last;
localparam HEADER_TYPE = 2'b11;
localparam PAYLOAD_TYPE = 2'b10;
localparam NULL_TYPE = 2'b00;
for(genvar i = 0; i < PORTS; i++) begin
    always_comb begin : decoder
        req[i] = '0;
        payload[i] = '0;
        match[i] = (in_ch_hdr_msn[i][1:0] == r_adr) ? 1'b1 : 1'b0;
        priority_flag[i] = {priority_field[i] == 1'b1} ? 1'b1 : 1'b0;
        if(in_ch_hdr_msn[i][3:2] == HEADER_TYPE)
            req[i] = match[i];
        else if(in_ch_hdr_msn[i][3:2] == PAYLOAD_TYPE)
            payload[i] = 1'b1;
    end
end
always_comb begin : arbiter
    gnt[0] = req[0] & avail;
    for(int i = 1; i < PORTS; i++) begin
        gnt[i] = ~req[i - 1] & ~priority_flag[i - 1] & (req[i]);
    end
end
for(genvar i = 0; i < PORTS; i++) begin
    always_comb begin : mux_select
        hold[i] = last[i] & payload[i];
    end
end
assign avail = ~(|hold);
always_ff @ (posedge clk) begin
    last <= gnt;
end
for(genvar i = 0; i < PORTS; i++) begin
    always_comb begin : mux_select
        sel[i] = gnt[i] | hold[i] ? 1'b1 : 1'b0;
    end
end
assign shift = |gnt;
endmodule
==> /design/flow/run.sh <==
#!/bin/bash
# OpenROAD 26Q1-2900-gdf79404cd8, Yosys 0.63+post, stock flow scripts
make -C /OpenROAD-flow-scripts/flow DESIGN_CONFIG=/design/flow/config.mk WORK_HOME=/design/flow/orfs finish
==> /design/flow/config.mk <==
export PLATFORM = sky130hd
export DESIGN_NAME = resent_pckt_pri_allocator
export DESIGN_NICKNAME = resent_pckt_pri_allocator
export VERILOG_FILES = /design/flow/design.v
export SDC_FILE = /design/flow/constraint.sdc
export NUM_CORES = 4
export LEC_CHECK = 1
export CORE_AREA = 10 10 70 70
export DIE_AREA = 0 0 80 80
==> /design/flow/constraint.sdc <==
current_design resent_pckt_pri_allocator

set clk_period 2.9
set clk_io_pct 0.2

create_clock -name clk0 -period $clk_period [get_ports {clk}]

set non_clock_inputs [all_inputs -no_clocks]
set_input_delay [expr $clk_period * $clk_io_pct] -clock clk0 $non_clock_inputs
set_output_delay [expr $clk_period * $clk_io_pct] -clock clk0 [all_outputs]
==> impl_results.html <==
<h3>Run summary</h3>
<table>
<tr><th>Metric</th><th>Value</th></tr>
<tr><th colspan="2">Hold path</th></tr>
<tr><td>Min-delay src</td><td>last[0]$_DFF_P_</td></tr>
<tr><td>Hold Path Class</td><td>reg -&gt; reg</td></tr>
<tr><td>Worst-case hold path end point</td><td>last[0]$_DFF_P_</td></tr>
<tr><td>Number of instances on the worst hold path</td><td>4</td></tr>
<tr><th colspan="2">Layout</th></tr>
<tr><td>Registers with the highest flip-flop counts</td><td>last x4</td></tr>
<tr><td>Fillers</td><td>383</td></tr>
<tr><td>Number of flip-flops under the largest register name</td><td>4</td></tr>
<tr><td>Comb. cell area</td><td>215 µm²</td></tr>
<tr><td>Area growth syn-to-layout</td><td>137%</td></tr>
<tr><td>Reg with most FFs</td><td>last</td></tr>
<tr><td>Ratio of cells with drive above 1 in the final layout</td><td>18.6%</td></tr>
<tr><td>Combined flip-flop and latch cell area</td><td>80.1 µm²</td></tr>
<tr><th colspan="2">Synthesis</th></tr>
<tr><td>Synthesis area per yosys</td><td>287 µm²</td></tr>
<tr><td>Most frequent cells after synthesis</td><td>nand2_1 (8), xor2_1 (5), dfxtp_1 (4), inv_1 (4), nand3b_1 (4)</td></tr>
<tr><td>Number of enable flip-flop cells</td><td>0</td></tr>
<tr><td>Share of synthesized area occupied by flip-flops and latches</td><td>27.9%</td></tr>
<tr><td>Area leader, netlist</td><td>dfxtp_1</td></tr>
<tr><td>Top post-synthesis cells by area</td><td>dfxtp_1 (28%), xor2_1 (15%), nand2_1 (10%)</td></tr>
<tr><td>Cell with the most instances after synthesis</td><td>nand2_1</td></tr>
<tr><td>Post-synth top area share</td><td>27.9%</td></tr>
<tr><td>Count of instantiated cells in the yosys netlist</td><td>37</td></tr>
<tr><td>FFs w/ async S/R, synth</td><td>0%</td></tr>
<tr><td>Cells after synthesis</td><td>37</td></tr>
<tr><td>Commonest register cell after synthesis</td><td>dfxtp_1</td></tr>
<tr><td>Synth Area per Inst</td><td>7.74 µm²</td></tr>
<tr><td>Count of synthesis-stage warnings from yosys</td><td>1</td></tr>
<tr><td>Count of unique library cells instantiated by Yosys</td><td>13</td></tr>
<tr><td>Number of register bits inferred by synthesis</td><td>4</td></tr>
<tr><td>Post-synth design cell area</td><td>287 µm²</td></tr>
<tr><th colspan="2">STA</th></tr>
<tr><td>Slew HR</td><td>82.9%</td></tr>
<tr><td>Final Max-Slew Violation Tally</td><td>0</td></tr>
<tr><td>Pin slew with the least headroom to its limit</td><td>0.255 ns</td></tr>
<tr><td>Setup violators final</td><td>0</td></tr>
<tr><td>Hold Vio Cnt, Final</td><td>0</td></tr>
<tr><td>Largest clock skew in the final design</td><td>0.00233 ns</td></tr>
<tr><td>Accumulated negative setup slack</td><td>0 ns</td></tr>
<tr><td>Maximum clock frequency</td><td>355 MHz</td></tr>
<tr><td>Post-layout period usage</td><td>97.2%</td></tr>
<tr><td>Final period demand of the worst path</td><td>2.82 ns</td></tr>
<tr><th colspan="2">Outcome</th></tr>
<tr><td>Outcome</td><td>complete, no violations</td></tr>
<tr><th colspan="2">Clock network</th></tr>
<tr><td>CTS root buf</td><td>clkbuf_4</td></tr>
<tr><td>Number of clock buffers inserted by TritonCTS</td><td>3</td></tr>
<tr><td>Number of sinks driven by the clock tree</td><td>4</td></tr>
<tr><td>Clock latency at the later pin of the worst-skew pair</td><td>0.23 ns</td></tr>
<tr><td>Clock transition at the registers of the reported paths</td><td>0.03 ns</td></tr>
<tr><td>TritonCTS clock tree</td><td>done</td></tr>
<tr><td>Largest buffer count on any clock path</td><td>2</td></tr>
<tr><td>Total number of H-tree levels</td><td>1</td></tr>
<tr><th colspan="2">Floorplan</th></tr>
<tr><td>Width of the die</td><td>80 µm</td></tr>
<tr><td>Die Ht</td><td>80 µm</td></tr>
<tr><td>Core ar.</td><td>0.00342 mm²</td></tr>
<tr><td>Core Rows</td><td>21</td></tr>
<tr><td>Core Util at FP</td><td>8.39%</td></tr>
<tr><td># IOs</td><td>28</td></tr>
<tr><td>Area of the die</td><td>0.00640 mm²</td></tr>
<tr><th colspan="2">Setup path</th></tr>
<tr><td>WP data required</td><td>2.32 ns</td></tr>
<tr><td>CP Max Fanout</td><td>3</td></tr>
<tr><td>Internal reg-to-reg setup slack</td><td>2.01 ns</td></tr>
<tr><td>Register-to-Register Path Depth</td><td>4</td></tr>
<tr><td>Crit path arrival time</td><td>2.24 ns</td></tr>
<tr><td>Top delay family on crit path</td><td>buffers and inverters</td></tr>
<tr><td>Slowest cell on crit path</td><td>clkdlybuf4s50_1</td></tr>
<tr><td>Critical Path Max Stage Delay</td><td>0.47 ns</td></tr>
<tr><td>Category of the critical setup timing path</td><td>in -&gt; out</td></tr>
<tr><td>Critical path startpoint category</td><td>input pin</td></tr>
<tr><td>Worst reg2reg path startpoint</td><td>last[1]$_DFF_P_</td></tr>
<tr><td>Endpoint of the worst register-to-register path</td><td>last[0]$_DFF_P_</td></tr>
<tr><td>Type of element capturing the critical path</td><td>output port</td></tr>
<tr><td>Cell occurring most often along the worst timing path</td><td>clkdlybuf4s50_1</td></tr>
<tr><td>WP buf/inv</td><td>2</td></tr>
<tr><td>Ordered cell list for the critical path</td><td>clkdlybuf4s50_1 -&gt; xor2_1 -&gt; nor3_2 -&gt; or3b_4 -&gt; nand2_2 -&gt; clkdlybuf4s50_1</td></tr>
<tr><th colspan="2">Power and ir drop</th></tr>
<tr><td>Worst-case vdd ir drop</td><td>0.0000628 V</td></tr>
<tr><td>Share of total power in the clock network</td><td>35.8%</td></tr>
<tr><td>Total power draw</td><td>0.000183 W</td></tr>
<tr><td>Cell leakage power</td><td>0.312 nW</td></tr>
<tr><td>Internal Power</td><td>0.000144 W</td></tr>
<tr><td>Switching portion of total power</td><td>21.7%</td></tr>
<tr><td>Net switching power figure</td><td>0.0000398 W</td></tr>
<tr><td>Total power divided by cell area</td><td>270 mW/mm²</td></tr>
<tr><td>Logic pwr share</td><td>33.0%</td></tr>
<tr><td>Share of power burned in registers</td><td>31.2%</td></tr>
<tr><th colspan="2">Global routing</th></tr>
<tr><td>Largest net degree at the start of global routing</td><td>5</td></tr>
<tr><td>Vias in the first global route</td><td>413</td></tr>
<tr><td>Grt ovf</td><td>0</td></tr>
<tr><td>Wire length of the first global-routing pass</td><td>1.90 mm</td></tr>
<tr><td>Antenna violations before repair</td><td>0</td></tr>
<tr><td>GRT Overall Usage</td><td>3.73%</td></tr>
<tr><th colspan="2">Route</th></tr>
<tr><td>Final Routed Wirelength</td><td>1.19 mm</td></tr>
<tr><td>DRT Pass-1 Iters</td><td>2</td></tr>
<tr><td>Routed length per instance</td><td>10.3 µm</td></tr>
<tr><td>Routed via count divided by cell count</td><td>3.14</td></tr>
<tr><td>Post-route ant nets</td><td>0</td></tr>
<tr><td>Starting DRT DRC Count</td><td>5</td></tr>
<tr><td>Remaining DRCs</td><td>0</td></tr>
<tr><td>Vias</td><td>364</td></tr>
<tr><td>Number of diodes added for antenna fixing</td><td>0</td></tr>
<tr><th colspan="2">Placed design</th></tr>
<tr><td>HPWL after detailed placement</td><td>1.07 mm</td></tr>
<tr><td>Count of buffers inserted at the top-level ports</td><td>26</td></tr>
<tr><td>Routability congestion estimate</td><td>0.709</td></tr>
<tr><th colspan="2">Run</th></tr>
<tr><td>Max_cap viols</td><td>0</td></tr>
<tr><td>Count of tool warnings</td><td>26</td></tr>
</table>
==> kinds of logic (layout without fill, tap and decap cells) <==
| logic type | after synthesis | in the layout | synth area share, % |
|---|---|---|---|
| XOR/XNOR | 8 | 8 | 24.5 |
| buffers and inverters | 4 | 37 | 5.24 |
| flip-flops | 4 | 4 | 27.9 |
| AND/OR/NAND/NOR | 21 | 21 | 42.4 |
==> cell type report <==
type | count | share of cell area, %
clock buffers | 3 | 3.32
repair buffers | 30 | 42.4
multi-input cells | 29 | 31.7
well taps | 46 | 8.49
flip-flops and latches | 4 | 11.8
inverters | 4 | 2.21
==> stage by stage <==
step           std cells  area (µm²)  hold WS (ns)  utilization, %  setup WS (ns)
2_1_floorplan         37         287         0.656               -          0.965
4_1_cts              115         652         0.750            19.1         0.0125
6_report             116         678         0.745            19.9         0.0805
5_1_grt              116         678         0.844            19.9       -0.00103
3_3_place_gp         111         619         0.706            18.1         -0.117
3_5_place_dp         111         619         0.731            18.1         -0.117
==> per-layer routing <==
| metal | vias up | wire (µm) | track usage [%] |
|---|---|---|---|
| met3 | 2 | 197 | 2.27 |
| met5 | - | 0 | 0 |
| met4 | 0 | 19 | 1.06 |
| met2 | 16 | 503 | 5.38 |
| met1 | 155 | 469 | 4.53 |
| li1 | 191 | - | - |
==> power groups by stage <==
stage	Sequential [W]	Combinational (W)	Clock, W
after global routing	0.0000573	0.0000664	0.0000730
after CTS	0.0000572	0.0000583	0.0000689
final	0.0000572	0.0000605	0.0000656
==> worst min-delay path, delay by kind of cell (launching register included) <==
family | cells | cell delay [ns]
flip-flops | 1 | 0.29
AND/OR/NAND/NOR | 3 | 0.37
buffers and inverters | 1 | 0.06
==> worst max path at each step <==
stage | from | endpoint | slack (ns) | cells past startpoint
4_1_cts | in_ch_hdr_msn[7] | sel[1] | 0.01 | 6
5_1_grt | in_ch_hdr_msn[0] | sel[1] | -0.001 | 6
6_report | in_ch_hdr_msn[0] | sel[1] | 0.08 | 6
==> placed cells by master (no fill, tap or decap) <==
master / count
nand2_1: 6
buf_4: 4
or3_4: 1
or3b_4: 1
nand2_2: 2
xor2_1: 5
nor3_4: 1
and4_1: 1
nand3b_1: 4
nand4_1: 2
nand3_1: 1
dfxtp_1: 4
nor3_2: 1
clkdlybuf4s50_1: 21
nor3_1: 1
xnor2_1: 3
dlymetal6s2s_1: 1
inv_1: 4
clkbuf_4: 3
dlygate4sd2_1: 4
==> repair_timing <==
item,4_1_cts,5_1_grt
gates resized,6,5
pin swaps,3,2
hold buffers,0,0
setup buffers,1,1
setup endpoints to repair,3,2
hold endpoints to repair,0,0
gates cloned,0,0
Power figures rest on the tool's default switching activity, not on a simulated workload.
