==> run.sh <==
#!/bin/bash
# OpenROAD 26Q1-2900-gdf79404cd8, Yosys 0.63+post, stock flow scripts
make -C /OpenROAD-flow-scripts/flow DESIGN_CONFIG=/design/flow/config.mk WORK_HOME=/design/flow/orfs finish
==> config.mk <==
export PLATFORM = sky130hd
export DESIGN_NAME = fair_allocator
export DESIGN_NICKNAME = fair_allocator
export VERILOG_FILES = /design/flow/design.v
export SDC_FILE = /design/flow/constraint.sdc
export NUM_CORES = 4
export LEC_CHECK = 1
export CORE_AREA = 10 10 70 70
export DIE_AREA = 0 0 80 80
==> constraint.sdc <==
current_design fair_allocator

set clk_period 1.7
set clk_io_pct 0.2

create_clock -name clk0 -period $clk_period [get_ports {clk}]

set non_clock_inputs [all_inputs -no_clocks]
set_input_delay [expr $clk_period * $clk_io_pct] -clock clk0 $non_clock_inputs
set_output_delay [expr $clk_period * $clk_io_pct] -clock clk0 [all_outputs]
==> design.v <==
module fair_allocator #(
    localparam integer PORTS = 4
) (
    input   logic                                           clk,
    input   logic                [$clog2(PORTS) - 1 : 0]    r_adr,
    input   logic [PORTS - 1 : 0]                [3 : 0]    in_ch_hdr_msn,
    output  logic [PORTS - 1 : 0]                           sel,
    output  logic                                           shift
);
logic [PORTS - 1 : 0]   req;
logic [PORTS - 1 : 0]   match;
logic [PORTS - 1 : 0]   gnt;
logic [PORTS - 1 : 0]   payload;
logic                   avail;
logic [PORTS - 1 : 0]   hold;
logic [PORTS - 1 : 0]   last;
localparam HEADER_TYPE = 2'b11;
localparam PAYLOAD_TYPE = 2'b10;
localparam NULL_TYPE = 2'b00;
for(genvar i = 0; i < PORTS; i++) begin
    always_comb begin : decoder
        req[i] = '0;
        payload[i] = '0;
        match[i] = (in_ch_hdr_msn[i][1:0] == r_adr) ? 1'b1 : 1'b0;
        if(in_ch_hdr_msn[i][3:2] == HEADER_TYPE)
            req[i] = match[i];
        else if(in_ch_hdr_msn[i][3:2] == PAYLOAD_TYPE)
            payload[i] = 1'b1;
    end
end
always_comb begin : arbiter
    gnt[0] = req[0] & avail;
    for(int i = 1; i < PORTS; i++) begin
        gnt[i] = ~req[i - 1] & (req[i]);
    end
end
for(genvar i = 0; i < PORTS; i++) begin
    always_comb begin : mux_select
        hold[i] = last[i] & payload[i];
    end
end
assign avail = ~(|hold);
always_ff @ (posedge clk) begin
    last <= gnt;
end
for(genvar i = 0; i < PORTS; i++) begin
    always_comb begin : mux_select
        sel[i] = gnt[i] | hold[i] ? 1'b1 : 1'b0;
    end
end
assign shift = |gnt;
endmodule
==> run_results.csv <==
group,metric,value,unit
worst_setup_path,slowest_stage,"or3_4",
worst_setup_path,startpoint_type,"input pin",
final_layout,top_regs,"last (4)",
timing,rsz0062_at_grt,"yes",
final_layout,largest_reg_flops,4,
drt,diodes,0,
timing,skew,0.006897,ns
timing,worst_pin_slew,0.1693,ns
worst_setup_path,r2r-start,"last[3]$_DFF_P_",
clocking,cts_sinks,4,
drt,drt_iter0_drc,6,
floorplanning,num_rows,21,
drt,routedWlPerCell,10.52,um
synth,synth.avg_cell_area,7.900,um^2
clocking,ctsRootBufferMaster,"clkbuf_4",
drt,drt-pass1-iter-count,4,
final_layout,areaGrowthSynthToFinish,156.1,%
place,place_congestion,0.7251,
global_routing,antenna_found_initial,0,
clocking,cts_tree,"built",
worst_setup_path,rr_endpoint,"last[0]$_DFF_P_",
worst_setup_path,cp-end-kind,"output port",
place,post_dp_cell_area,594.3,um^2
synth,ys_types,12,
drt,ant_nets,0,
clocking,clk_latency,0.24,ns
clocking,cts_made_buffers,3,
floorplanning,die_w,80,um
worst_setup_path,rrSetupSlack,0.71,ns
final_layout,final_area,708.2,um^2
worst_setup_path,cpMostUsedCell,"buf_6",
drt,avgViaCountPerCell,3.190,
flow_run,warnings,27,
floorplanning,die-area,6400,um^2
synth,top_cells_by_area,"dfxtp_1 29%, xnor2_1 16%, nand3b_1 11%, xor2_1 9.5%, nand4_1 9.0%",
status,failed_checks,"setup timing",
synth,numSynthFlops,4,
pwr,p_leak,0.3720,nW
timing,hold_viol,0,
synth,top_area_share,28.96,%
floorplanning,ios,24,
worst_setup_path,path_max_fanout,3,
timing,setup_viol,1,
worst_setup_path,crit_required,1.36,ns
synth,yosysChipArea,276.5,um^2
synth,ys_cells,35,
synth,ys_warn_count,1,
timing,drv_slew,0,
synth,post-synth-top-area-cell,"dfxtp_1",
clocking,cts_buffer_depth,2,
synth,ys_seq_share,28.96,%
worst_setup_path,cp_top_family,"simple AND/OR/NAND/NOR gates",
floorplanning,coreArea,3416,um^2
timing,max_freq,0.5767,GHz
worst_setup_path,critPathArrivalTime,1.39,ns
worst_setup_path,critPathKind,"input pin to output port",
place,place_inst,108,
synth,syn_inst,35,
global_routing,grt_pass1_wl,1904,um
status,status,"finished, violations left",
worst_setup_path,crit_buf_inv,4,
final_layout,stdcell_count,121,
timing,finalCritPeriodShare,102.0,%
floorplanning,die_h,80,um
worst_setup_path,cp_cell_sequence,"buf_8, buf_6, xor2_1, or3_4, buf_6, nand4_1, buf_2",
clocking,htree_levels,1,
pwr,worst_ir_drop_vdd,0.1199,mV
final_layout,drive_above_1_share,44.00,%
place,port-buffer-count,23,
worst_setup_path,r2r_cells,5,
pwr,p_per_area,456.1,nW/um^2
floorplanning,initCoreUtil,8.095,%
synth,netlist_area,276.5,um^2
drt,vias,386,
worst_hold_path,whs_path_depth,6,
global_routing,grt_max_degree,5,
global_routing,grt_usage,3.754,%
drt,routed_wl,1273,um
timing,slew_headroom,88.68,%
clocking,clk_pin_slew,0.04,ns
global_routing,grt.overflow.total,0,
worst_setup_path,cpPeakStageDelay,0.40,ns
drt,drcViolationCount,0,
worst_hold_path,hold_end,"last[2]$_DFF_P_",
final_layout,largest-register,"last",
global_routing,first_global_vias,407,
worst_hold_path,min-delay-start,"in_ch_hdr_msn[8]",
timing,period_minus_slack,1.734,ns
worst_hold_path,hold_path.class,"input pin to register",
flow_run,maxCapViolCount,0,
timing,fin_ws,-0.03388,ns
## logic make-up after synthesis
group / synth area share (%)
AND/OR/NAND/NOR: 40.27
XOR/XNOR: 25.34
flip-flops: 28.96
buffers and inverters: 5.428
## timing repair
action,CTS,global route
buffers inserted,9,1
pin swaps,22,9
gates resized,57,8
setup endpoints to repair,5,5
hold buffers,0,0
## metrics by stage
stage / setup TNS [ns] / total power (W) / utilization [%] / hold WS [ns] / worst slack, ns
after global routing: -0.08188 / 0.0003497 / 20.73 / 0.6659 / -0.07876
after CTS: -0.003912 / 0.0003235 / 20.51 / 0.5907 / -0.003912
final: -0.03388 / 0.0003230 / 20.73 / 0.6472 / -0.03388
after detailed placement: -3.535 / 0.0002036 / 17.40 / 0.6645 / -0.7633
after global placement: -3.492 / 0.0002037 / 17.40 / 0.6723 / -0.7417
after floorplan: 0 / 0.0001282 / - / 0.5471 / 0.3707
## power breakdown
group / total, W / internal [W] / leakage, nW / switching [W]
Sequential: 0.0000992 / 0.0000982 / 0.0325 / 0.000000984
Clock: 0.000116 / 0.0000788 / 0.0138 / 0.0000376
Combinational: 0.000107 / 0.0000699 / 0.326 / 0.0000374
## metal layers
metal	share of wire, %	wire [um]	GRT usage, %	vias to the layer above
met2	57	725	7.223	12
li1	-	-	-	198
met5	0	0	0	-
met3	7.5	95	1.705	0
met1	36	453	3.664	176
met4	0	0	0.3521	0
## synth_stat cells
cell type  number
xor2_1          3
nor3_1          1
nand2_1         6
dfxtp_1         4
inv_1           4
nand4_1         4
nand3b_1        4
xnor2_1         5
nand3_1         1
or3_4           1
or2_2           1
nand2b_1        1
## worst min-delay path, stage by stage
cell and delay [ns]:
buf_2 0.08, xor2_1 0.07, nor3_2 0.13, buf_4 0.14, nand2_4 0.05, inv_1 0.04
## worst max path at each step
stage / start / to / slack [ns] / depth (start not counted)
6_report: r_adr[1] / shift / -0.03 / 7
4_1_cts: in_ch_hdr_msn[13] / shift / -0.004 / 6
5_1_grt: r_adr[1] / shift / -0.08 / 7
## layout by cell type, fill, tap and decap left out, drive strengths merged, types with 3 or more instances in the layout
master / instances
nand2: 6
clkbuf: 5
clkdlybuf4s15: 6
dfxtp: 4
buf: 20
xnor2: 5
nand4: 4
inv: 4
xor2: 3
dlygate4sd2: 9
nand3b: 4
## layout make-up
type | count | area (um^2)
Clock buffer | 3 | 22.52
Fill cell | 374 | 2708
Inverter | 4 | 15.01
Multi-Input combinational cell | 27 | 221.5
Sequential cell | 4 | 80.08
Tap cell | 46 | 57.56
Timing Repair Buffer | 37 | 311.5
Power and IR drop assume default switching activity.
